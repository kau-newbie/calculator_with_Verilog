==> flow/design.v <==
module co_x(  
    input clk,
    input rst,
    input [7:0]x,
    input from_mul,  
    input from_div,
    input from_sqr,
    output reg [3:0]to_ALU,
    output reg [3:0]to_multicand,
    output reg [7:0] to_dividend
);
localparam toALU = 3'b000;
localparam toMUL = 3'b100;
localparam toDIV = 3'b010;
localparam toSQR = 3'b001;
always@(posedge clk or posedge rst)begin
    if(rst)begin
        {to_ALU, to_multicand, to_dividend} <= 16'b0;
    end
    else begin
        case ({from_mul, from_div, from_sqr})
            toALU : begin
                {to_ALU, to_multicand, to_dividend} <= {x[3:0] , 12'b0};
            end
            toMUL : begin
                {to_ALU, to_multicand, to_dividend} <= {4'b0, x[3:0], 8'b0};
            end
            toDIV : begin
                {to_ALU, to_multicand, to_dividend} <= {4'b0, 4'b0, x[0], x[1], x[2], x[3], x[4], x[5], x[6], x[7]};
            end
            toSQR :begin
                {to_ALU, to_multicand, to_dividend} <= {to_ALU, to_multicand, to_dividend};
            end
            default : begin
                {to_ALU, to_multicand, to_dividend} <= {to_ALU, to_multicand, to_dividend};
            end
        endcase
    end
end
endmodule
==> flow/run.sh <==
#!/bin/bash
# OpenROAD 26Q1-2900-gdf79404cd8, Yosys 0.63+post, stock flow scripts
make -C /OpenROAD-flow-scripts/flow DESIGN_CONFIG=/design/flow/config.mk WORK_HOME=/design/flow/orfs finish
==> flow/config.mk <==
export PLATFORM = sky130hd
export DESIGN_NAME = co_x
export DESIGN_NICKNAME = co_x
export VERILOG_FILES = /design/flow/design.v
export SDC_FILE = /design/flow/constraint.sdc
export NUM_CORES = 4
export LEC_CHECK = 1
export CORE_AREA = 10 10 90 90
export DIE_AREA = 0 0 100 100
==> flow/constraint.sdc <==
current_design co_x

set clk_period 1.3
set clk_io_pct 0.2

create_clock -name clk0 -period $clk_period [get_ports {clk}]

set non_clock_inputs [all_inputs -no_clocks]
set_input_delay [expr $clk_period * $clk_io_pct] -clock clk0 $non_clock_inputs
set_output_delay [expr $clk_period * $clk_io_pct] -clock clk0 [all_outputs]
==> results.toml <==
# physical design summary
[outcome]
outcome = "completed"

[min_path]
hold_class = "in -> async"

[synth]
syn_area_um2 = 671.9
avgSynthCellArea_um2 = 14.00
synthCells = 48
yosys_warnings = 1
synth_seq_share = 0.5959
synth.distinct_cells = 16
ys_cells = 48
yosysChipArea_um2 = 671.9
synth_flop_count = 16

[final_timing]
holdWs_ps = 326.5
fin_crit_ps = 1176
worst_slew_pin_slew_ps = 297.5
max_freq_mhz = 850.5
setup_violations = 0
fin_worst_skew_ps = 0
max-slew-margin-rel = 0.8006
finalCritPeriodShare = 0.9044
rsz0062_at_grt = "no"
slew_violations = 0
setup-tns-final_ps = 0
final_hold_viol_count = 0

[finish]
lay_top_cells = "dlygate4sd2_1 (16), dfrtp_1 (16), buf_4 (15), clkdlybuf4s50_1 (12), a22o_1 (11)"
area_growth_pct = 70.39
fin_area_mm2 = 0.001145
drive_gt1_frac = 0.2333
fillCellCount = 683
post-route-util = 0.1824

[floorplanning]
die_w_um = 100
placeableCoreArea_mm2 = 0.006277
fp-utilization = 0.1070
fp.dieH_um = 100
num_rows = 29
io_pins = 29
dieArea_mm2 = 0.01000

[pwr]
switchingPower_mw = 0.2560
combPwrFrac = 0.191
leakage_nw = 0.5673
peakVddDrop_uv = 428.7
seq_power_share = 0.492
p_int_mw = 0.8880
clkPwrFrac = 0.318
power.density_mw_per_mm2 = 999.2
p_sw_frac = 0.2237

[setup_path]
end_kind = "flip-flop"
start_kind = "input port"
path_class = "in -> reg"
crit_required_ps = 1430
cp.arrival_ps = 1310
path_max_fanout = 9

[drt]
vias = 555
drc = 0
wl_um = 2065
antenna_cells = 0
drt_iter0_markers = 11
first_pass_iters = 4
ant_nets = 0
routed_via_density = 3.323
post_drt_wl_per_cell_um = 12.37

[place]
routabilityCongestion = 0.7617
portBuffers = 28
placed_area_mm2 = 0.001070
hpwl_um = 1613

[grt]
grtUsageTotal = 0.04144
grt_first_pass_wirelength_um = 3277
grt_max_degree = 17
grt_pass1_vias = 591
gr-total-overflow = 0
grt_antenna_before_repair = 0

[clocking]
clkSinkCount = 16
cts_tree = "yes"
clkLatencyLatePin_ps = 240
cts_buffers = 3
root_buffer = "clkbuf_8"
clock_path_buffers = 2
cts.clk_slew.worst_paths_ps = 60
cts_max_level = 1
cts_hold_buf = 0

[run]
tool_warnings = 25
maxCapViolCount = 0
worst max-delay path, stage by stage:
cell and delay (ps):
clkdlybuf4s50_1 480, buf_4 180, nor3b_4 50, buf_4 160, a22o_1 170
timing repair:
| action | CTS | global route |
|---|---|---|
| pin swaps | 0 | 1 |
| gates resized | 16 | 1 |
| endpoints found under the hold margin | 0 | 0 |
| buffers inserted | 6 | 1 |
| setup endpoints to repair | 16 | 12 |
path summary, 6_finish.rpt:
kind / startpoint / to / slack, ps / cells past startpoint
min in group clk0: to_multicand[3]$_DFFE_PP0P_ / to_multicand[3]$_DFFE_PP0P_ / 500 / 1
max in group asynchronous: rst / to_multicand[1]$_DFFE_PP0P_ / 790 / 3
worst max register to register: to_multicand[1]$_DFFE_PP0P_ / to_multicand[1]$_DFFE_PP0P_ / 260 / 3
worst min register to register: to_multicand[3]$_DFFE_PP0P_ / to_multicand[3]$_DFFE_PP0P_ / 500 / 1
worst min-delay path: rst / to_dividend[0]$_DFFE_PP0P_ / 330 / 3
worst max-delay path: from_sqr / to_dividend[5]$_DFFE_PP0P_ / 120 / 5
power by group through the flow:
stage	combinational [mW]	sequential, mW	clock, mW
6_report	0.218	0.562	0.363
5_1_grt	0.245	0.568	0.394
4_1_cts	0.223	0.563	0.378
final cells by class:
class / instances / area [um2] / area share
clock buffers: 3 / 41.29 / 0.03607
inverters: 1 / 3.754 / 0.003279
multi-input cells: 27 / 230.2 / 0.2011
flip-flops and latches: 16 / 400.4 / 0.3497
well taps: 77 / 96.34 / 0.08415
repair buffers: 43 / 372.9 / 0.3257
cell usage after synthesis:
| library cell | number | area, um2 |
|---|---|---|
| buf_6 | 3 | 33.78 |
| nor3b_4 | 1 | 18.77 |
| nor3b_1 | 2 | 15.01 |
| inv_1 | 1 | 3.750 |
| a22o_1 | 11 | 96.34 |
| nor3_2 | 1 | 10.01 |
| a32o_1 | 2 | 20.02 |
| nand2_1 | 1 | 3.750 |
| nand3_1 | 2 | 10.01 |
| dfrtp_1 | 16 | 400.4 |
| a21o_1 | 1 | 7.510 |
| nor2_1 | 1 | 3.750 |
| and3_1 | 2 | 12.51 |
| buf_2 | 1 | 5.000 |
| nand4bb_1 | 1 | 11.26 |
| a221o_1 | 2 | 20.02 |
through the flow:
step,power (mW),cells,setup slack (ps)
finish,1.144,167,124.3
global route,1.208,167,27.08
CTS,1.163,166,61.66
detailed placement,0.8019,157,-206.0
global placement,0.8007,157,-182.5
floorplan,0.6430,48,268.6
sequential cells by signal (all words and copies together), names as in the netlist:
register	count
to_ALU	4
to_dividend	8
to_multicand	4
layer usage:
metal	global-route usage	vias to the layer above	share of wire
met5	0	-	0
met4	0	0	0
met3	0.02429	0	0.11
met2	0.05674	21	0.43
met1	0.05865	262	0.46
li1	-	272	-
cells by family (layout without fill, tap and decap cells):
kind of cell | Yosys count | count (layout) | share of synthesized area
buffers and inverters | 5 | 47 | 0.06330
AOI/OAI and AO/OA | 16 | 16 | 0.2142
DFF | 16 | 16 | 0.5959
and+or+nand+nor | 11 | 11 | 0.1266
Power is estimated from default activity; no workload was simulated.
