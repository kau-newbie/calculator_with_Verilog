==> design/flow/design.v <==
module co_y(  
    input clk,
    input rst,
    input [3:0]y,
    input from_mul,  
    input from_div,
    input from_sqr,
    output reg [3:0]to_ALU,
    output reg [3:0]to_multplier,
    output reg [3:0] to_divisor,
);
localparam toALU = 3'b000;
localparam toMUL = 3'b100;
localparam toDIV = 3'b010;
localparam toSQR = 3'b001;
always@(posedge clk or posedge rst)begin
    if(rst)begin
        {to_ALU, to_multiplier, to_divisor} <= 16'b0;
    end
    else begin
        case ({from_mul, from_div, from_sqr})
            toALU : begin
                {to_ALU, to_multiplier, to_divisor} <= {x[3:0] , 8'b0};
            end
            toMUL : begin
                {to_ALU, to_multiplier, to_divisor} <= {4'b0, y[3:0], 4'b0};
            end
            toDIV : begin
                {to_ALU, to_multiplier, to_divisor} <= {4'b0, 4'b0, y[3:0] };
            end
            toSQR :begin
                {to_ALU, to_multiplier, to_divisor} <= {to_ALU, to_multiplier, to_divisor};
            end
            default : begin
                {to_ALU, to_multiplier, to_divisor} <= {to_ALU, to_multiplier, to_divisor};
            end
        endcase
    end
end
endmodule
==> design/flow/run.sh <==
#!/bin/bash
# OpenROAD 26Q1-2900-gdf79404cd8, Yosys 0.63+post, stock flow scripts
make -C /OpenROAD-flow-scripts/flow DESIGN_CONFIG=/design/flow/config.mk WORK_HOME=/design/flow/orfs finish
==> design/flow/config.mk <==
export PLATFORM = sky130hd
export DESIGN_NAME = co_y
export DESIGN_NICKNAME = co_y
export VERILOG_FILES = /design/flow/design.v
export SDC_FILE = /design/flow/constraint.sdc
export NUM_CORES = 4
export LEC_CHECK = 1
export CORE_AREA = 10 10 70 70
export DIE_AREA = 0 0 80 80
==> design/flow/constraint.sdc <==
current_design co_y

set clk_period 1.3
set clk_io_pct 0.2

create_clock -name clk0 -period $clk_period [get_ports {clk}]

set non_clock_inputs [all_inputs -no_clocks]
set_input_delay [expr $clk_period * $clk_io_pct] -clock clk0 $non_clock_inputs
set_output_delay [expr $clk_period * $clk_io_pct] -clock clk0 [all_outputs]
==> run notes <==
Implementation run completed; key figures follow.

Synthesis:
- The run puts the post-synth design cell area at roughly 360 sq um.
- The run gives the count of library flops with an enable pin as 0.
- In the synthesized netlist the async set-or-reset flop fraction comes to 100.0%.
- Post-synthesis, Yosys gives the total cell area as 356.6 sq um.
- The run gives the most repeated cell in the gate-level netlist after synthesis as dfrtp_1.
- The synthesis run shows the most used standard cells to be dfrtp_1 (7), buf_4 (5), a22o_1 (3), inv_1 (3).
- After synthesis, flip-flops and latches occupy between 40% and 50% of the total area.
- The run gives the cell type with the largest total area as dfrtp_1.
- Per the synth stats, the flop cell with the highest instance count is dfrtp_1.
- The run gives the number of cell instances after yosys synthesis as 34.
- Sorting the synthesized cells by area gives the leading types as dfrtp_1 (49%), buf_4 (11%), a22o_1 (7.4%), o311ai_1 (4.9%), nor3b_2 (3.5%).
- The run gives the Yosys warning count as 8.
- The run puts the number of different library cells in the post-synthesis netlist at 17.
- The run puts the count of state elements after synthesis at 7.
- The run gives the share of the synthesized area in the top cell type as 49.12%.
- The synthesized netlist handed to floorplanning was reported with a cell count of 34.
- The run puts the synthesized area per cell at approximately 10 sq um.

Clocking:
- The run gives the hold buffer count at CTS as 0.
- TritonCTS built the clock tree.
- The run puts the number of buffers created by CTS at 3.
- The run gives the H-tree depth as 1.
- The run puts the buffer depth of the longest clock path at 2.
- The run gives the library cell used as clock root buffer as clkbuf_4.
- The run gives the clock insertion delay at the later pin of the skew report as 0.26 ns.
- In the CTS report, the clock slew at the register clock pins of the worst setup and hold paths is listed as 0.06 ns.
- The run gives the number of sinks on the clock net as 7.

Floorplan:
- For reference, the placement row count at floorplan is 21.
- The run puts the number of ports placed on the die boundary at 21.
- The die is 80 um tall.
- The run puts the core box area at 3416 sq um.
- The floorplan step defined a die boundary enclosing ~6400 sq um.
- Before placement the cells fill 10.44% of the core.
- The floorplan step set the die width to 80 um.

Job:
- The stage logs contain a warning count of 25.
- The run gives the total of max-cap violations as 0.

Setup path:
- For reference, the critical path is launched at from_sqr.
- The run gives the maximum net fanout on the critical path as 7.
- STA lists the startpoint of the worst register-to-register path as to_ALU[2].
- The run puts the critical path data required time at 1.44 ns.
- The run puts the data arrival time of the critical path at 1.32 ns.
- For the worst reg-to-reg path, the endpoint reported by OpenROAD is to_ALU[2].
- The run gives the worst reg-to-reg setup slack as 0.32 ns.
- For reference, the critical path is captured by to_ALU[2].
- STA classifies the critical path startpoint as a primary input.
- The worst setup path is of the in2reg kind.
- STA classifies the critical path endpoint as a flop.
- The run gives the count of cells along the worst register-to-register path as 2.

Global route:
- The run puts the first-pass GRT wire length at 1642 um.
- The run puts the overflow left after global routing at 0.
- The run gives the global-route total usage across every layer as 3.284%.
- The run puts the pin count of the biggest net entering global routing at 9.
- The number of global-route vias before repair was 344.
- The initial antenna violation count was 0.

Detailed routing:
- The run gives the number of diodes added for antenna fixing as 0.
- The run puts the via density per instance at 3.162.
- The run gives the total via count in the routed design as 313.
- The run puts the number of nets with antenna violations after detailed routing at 0.
- The run gives the DRC violation count after routing as 0.
- The run gives the iteration count of the initial detailed-routing pass as 4.
- The run puts the average routed wire per standard cell at 10.54 um.
- The run puts the total wire length after detailed routing at about 1000 um.
- Detailed-route iteration 0 reported a violation count of 17.

Power:
- The run gives the cell internal power dissipation as roughly 0.00042 W.
- The run puts the maximum VDD drop at 0.4978 mV.
- The run gives the total net switching power as 0.0001337 W.
- The run puts the power per cell area at 964.2 nW/um^2.
- The switching portion of total power comes to 24.30%.
- The share of total power dissipated in sequential elements is 45.3%.
- The run puts the power share of the clock group at 35.6%.
- The run gives the proportion of power drawn by combinational gates as 19.1%.
- The run puts the sum of internal, switching and leakage power at between 0.0005 and 0.0006 W.
- The run puts the static leakage at approximately 0.28 nW.

Finish:
- After routing the design area is 570.5 sq um.
- The flow measured a signed area growth from synthesis to layout of 60.00%.
- The layout summary lists the proportion of cells stronger than drive strength 1 as 13.21%.

Outcome:
- The flow ran to the end, and the final reports show no timing, DRC or antenna violations.

Final timing:
- The run gives the setup TNS as 0 ns.
- The run gives the count of final hold-check violations as 0.
- The run gives the final setup skew as 0 ns.
- The run puts the achievable frequency at ~850 MHz.
- The run puts the post-route fraction of the period consumed by the critical path at 91.00%.
- The run gives the shortest period the worst path allows as about 1.2 ns.
- From the final report, the count of setup violators was given as 0.
- The run puts the max-slew violation count at 0.
- The run puts the worst hold margin at 0.2315 ns.
- Setup repair after global routing left no endpoint under its margin.

Worst hold path:
- Note that the worst hold path type here is in2async.

Placement:
- Detailed placement reports a standard cell area of roughly 540 sq um.
- The run puts the weighted congestion at the end of routability-driven global placement at 0.6454.
- The run gives the number of port buffers as 15.
-- metrics by stage --
step / std cells / setup WS [ns] / utilization, %
global placement: 94 / -0.09674 / 15.93
CTS: 99 / 0.1232 / 16.70
floorplan: 38 / 0.3615 / -
finish: 99 / 0.1170 / 16.70
detailed placement: 94 / -0.1473 / 15.93
global route: 99 / 0.06650 / 16.70
-- registers in the layout (all words and copies together) (netlist names) --
register    count
to_ALU          3
to_divisor      4
-- worst min path at each step --
stage	endpoint	startpoint	slack [ns]
finish	to_divisor[0]	rst	0.23
global route	to_divisor[1]	rst	0.26
CTS	to_divisor[0]	rst	0.24
-- cells in the final DEF, fill, tap and decap left out --
cell type / netlist / routed
a21o_1: 1 / 1
a22o_1: 3 / 3
a311o_1: 1 / 1
a32o_1: 1 / 1
and2_1: 1 / 1
and3_1: 1 / 1
buf_4: 5 / 2
clkbuf_4: 0 / 3
clkdlybuf4s50_1: 0 / 8
clkinv_2: 0 / 1
conb_1: 1 / 5
dfrtp_1: 7 / 7
dlygate4sd2_1: 0 / 7
inv_1: 3 / 3
nand2_1: 2 / 2
nand2b_1: 1 / 1
nand3_1: 2 / 2
nor2_1: 1 / 1
nor3b_2: 1 / 1
o311ai_1: 2 / 2
-- layout make-up --
class / count / area (sq um)
Tap cell: 46 / 57.56
Timing Repair Buffer: 17 / 156.4
Sequential cell: 7 / 175.2
Inverter: 3 / 11.26
Clock inverter: 1 / 5.005
Multi-Input combinational cell: 22 / 142.6
Fill cell: 393 / 2845
Clock buffer: 3 / 22.52
-- power by group through the flow --
stage / logic, W / clock network (W) / registers [W]
after CTS: 0.000107 / 0.000201 / 0.000249
final: 0.000105 / 0.000196 / 0.000249
after global routing: 0.000117 / 0.000218 / 0.000252
-- routing by layer --
| layer | vias to the layer above | global-route usage [%] | share of wire [%] |
|---|---|---|---|
| met2 | 16 | 4.254 | 38 |
| met3 | 0 | 2.841 | 15 |
| met4 | 0 | 0.1761 | 0 |
| li1 | 150 | - | - |
| met5 | - | 0 | 0 |
| met1 | 147 | 4.189 | 46 |
-- cell families (layout without fill, tap and decap cells) --
kind of cell / count (synthesis) / in the layout / share of synthesized area [%]
other cells: 1 / 5 / 1.052
buf+inv: 9 / 24 / 15.09
flops: 7 / 7 / 49.12
simple gates: 9 / 9 / 14.74
compound gates: 8 / 8 / 20.00
-- timing repair --
action                                 in CTS  in global routing
endpoints found under the hold margin       0                  0
resized                                     7                  0
setup buffers                               1                  0
setup endpoints to repair                   7                  0
-- worst max-delay path, stage by stage --
cell             delay [ns]
clkdlybuf4s50_1        0.61
nor2_1                 0.09
a311o_1                0.36
Power and IR drop assume default switching activity.
