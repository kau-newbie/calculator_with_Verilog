--- ./design.v ---
module dividend(
    input clk,
    input [7:0]x,
    input [3:0]y,
    input ld_multiplier,  
    output [7:0] res_mul,  
    output [3:0] summend,  
    output wire c,  
    input ld_dividend,  
    output [3:0] minuend,  
    output [8:4] quot,  
    output [3:0] remainder,  
    input [3:0] sub_res,  
    input sh  
);
integer i;
reg [8:0] calculating;  
assign minuend = {calculating[0],calculating[1],calculating[2],calculating[3]};
assign quot = {calculating[4],calculating[5], calculating[6],calculating[7],calculating[8]};
assign remainder = {calculating[0],calculating[1],calculating[2],calculating[3]};
assign c = calculating[1];
assign summend = calculating[8:5];
assign res_mul = calculating[8:1];
always@(posedge clk)begin
    if(ld_multiplier)begin  
        calculating[4:1] <= y[3:0];
    end
    else if(ld_dividend)begin  
        for (i = 0; i < 8; i = i + 1) begin
            calculating[i] <= x[7-i];
        end
    end
    else if(sub_res)begin
        if(ld_dividend)begin
           calculating[3:0] <= {sub_res[0],sub_res[1],sub_res[2],sub_res[3] };  
        end
        else if(ld_multiplier)begin
            calculating[8:4] <= sub_res[3:0];
        end
    end
    else if(sh)begin          
        calculating <= {1'b0, calculating[8:1]};
    end
end
endmodule
--- ./run.sh ---
#!/bin/bash
# OpenROAD 26Q1-2900-gdf79404cd8, Yosys 0.63+post, stock flow scripts
make -C /OpenROAD-flow-scripts/flow DESIGN_CONFIG=/design/flow/config.mk WORK_HOME=/design/flow/orfs finish
--- ./config.mk ---
export PLATFORM = sky130hd
export DESIGN_NAME = dividend
export DESIGN_NICKNAME = dividend
export VERILOG_FILES = /design/flow/design.v
export SDC_FILE = /design/flow/constraint.sdc
export NUM_CORES = 4
export LEC_CHECK = 1
export CORE_AREA = 10 10 70 70
export DIE_AREA = 0 0 80 80
--- ./constraint.sdc ---
current_design dividend

set clk_period 1.1
set clk_io_pct 0.2

create_clock -name clk0 -period $clk_period [get_ports {clk}]

set non_clock_inputs [all_inputs -no_clocks]
set_input_delay [expr $clk_period * $clk_io_pct] -clock clk0 $non_clock_inputs
set_output_delay [expr $clk_period * $clk_io_pct] -clock clk0 [all_outputs]
==> tab_implementation.tex <==
% Synthesis and place-and-route results
\begin{tabular}{lr}
\hline
Metric & Value \\
\hline
\multicolumn{2}{l}{\textbf{Timing}} \\
\quad Unrepaired setup endpoints after global routing & true \\
\quad Number of max-slew violations in the final report & 0 \\
\quad Min Clock Period, post-route & 1.118 ns \\
\quad Worst setup margin & -0.01762 ns \\
\quad Endpoints failing hold & 0 \\
\quad Total of endpoints with negative setup slack in the final report & 6 \\
\quad Part of the cycle the worst path needs & 101.6\% \\
\quad Accumulated negative setup slack & -0.07149 ns \\
\quad Clock skew & 0.002301 ns \\
\quad Top achievable clock speed & 894.8 MHz \\
\multicolumn{2}{l}{\textbf{Routing}} \\
\quad Vias per Instance & 3.462 \\
\quad Wire length reported by the detailed router & 1.560 mm \\
\quad Detailed-route DRC error count & 0 \\
\quad Number of nets with antenna violations after detailed routing & 0 \\
\quad DR pass1 iterations & 2 \\
\quad Per-cell routed wire length & 12.00 um \\
\quad Ant diodes & 0 \\
\quad Number of DRC markers after the initial detailed-route iteration & 9 \\
\quad Total vias in the final route & 450 \\
\multicolumn{2}{l}{\textbf{Cells and area}} \\
\quad Multi-input logic area & 185.2 um2 \\
\quad \# fillers & 373 \\
\quad Final Core Density & 27.07\% \\
\quad Fraction of final layout cells sized beyond drive strength 1 & 42.86\% \\
\quad Layout Area Growth over Synthesis & 63.86\% \\
\quad Flip-flop and latch area & 240.2 um2 \\
\multicolumn{2}{l}{\textbf{Run status}} \\
\quad Violated checks & negative setup slack \\
\quad Result of the run & finished, violations left \\
\multicolumn{2}{l}{\textbf{Critical path}} \\
\quad Crit path DAT & 0.90 ns \\
\quad Setup crit end kind & primary output \\
\quad Most used cell along the critical path & sky130\_fd\_sc\_hd\_\_buf\_6 \\
\quad Type of element launching the critical path & flop \\
\quad Worst-path fanout max & 2 \\
\quad Max stage delay on crit path & 0.41 ns \\
\quad Critical setup path kind & reg2out \\
\quad Worst-path cell with the longest stage delay & sky130\_fd\_sc\_hd\_\_edfxtp\_1 \\
\quad Required arrival time at the worst endpoint & 0.88 ns \\
\quad Crit path max-delay family & flip-flops \\
\quad Buffer and inverter count on the worst path & 2 \\
\quad Worst path cell trace & buf\_6 > buf\_6 \\
\multicolumn{2}{l}{\textbf{Yosys}} \\
\quad Async set-or-reset flop fraction in the synthesized netlist & 0\% \\
\quad Synthesized cell area & 564.3 um2 \\
\quad Count leader, synth & sky130\_fd\_sc\_hd\_\_buf\_4 \\
\quad Distinct cells, synth & 14 \\
\quad Most common flop cell mapped by yosys & sky130\_fd\_sc\_hd\_\_edfxtp\_1 \\
\quad Post-synthesis register bit count & 8 \\
\quad Post-synth seq share & 42.57\% \\
\quad Area of the synthesized netlist per yosys stat & 564.3 um2 \\
\quad Cell taking the most area after synthesis & sky130\_fd\_sc\_hd\_\_edfxtp\_1 \\
\quad Post-synthesis instance total & 51 \\
\quad Synthesized area per cell & 11.06 um2 \\
\quad Number of flops mapped to enable cells by yosys & 8 \\
\quad Ys Warns & 1 \\
\quad Yosys cell count & 51 \\
\quad Max-area cell share & 42.57\% \\
\quad Top cells by count & 18 x sky130\_fd\_sc\_hd\_\_buf\_4, 8 x sky130\_fd\_sc\_hd\_\_edfxtp\_1, 4 x sky130\_fd\_sc\_hd\_\_mux2i\_1, 4 x sky130\_fd\_sc\_hd\_\_nand2\_1, 4 x sky130\_fd\_sc\_hd\_\_o21ai\_1 \\
\quad Top post-synthesis cells by area & sky130\_fd\_sc\_hd\_\_edfxtp\_1 43\%, sky130\_fd\_sc\_hd\_\_buf\_4 24\%, sky130\_fd\_sc\_hd\_\_mux2\_4 8.0\%, sky130\_fd\_sc\_hd\_\_mux2i\_1 7.1\%, sky130\_fd\_sc\_hd\_\_buf\_6 4.0\% \\
\multicolumn{2}{l}{\textbf{Worst hold path}} \\
\quad Worst Hold Class & in2reg \\
\multicolumn{2}{l}{\textbf{Power}} \\
\quad Worst vdd ir & 0.2836 mV \\
\quad Pwr per Cell Area & 917.6 nW/um2 \\
\quad Leakage power of the design & 0.4135 nW \\
\multicolumn{2}{l}{\textbf{GRT}} \\
\quad Residual overflow from global routing & 0 \\
\quad Total routing resource utilization after global routing & 4.941\% \\
\quad Antenna violations before repair & 0 \\
\quad Global-route wire length before repair & 2.525 mm \\
\quad Pin count of the biggest net entering global routing & 11 \\
\quad Via count of the first global-routing pass & 501 \\
\multicolumn{2}{l}{\textbf{Floorplan}} \\
\quad Die Size & 6400 um2 \\
\quad Fp util & 16.52\% \\
\quad Die X-Extent & 80 um \\
\quad I/O pin count & 46 \\
\quad Core box area & 3416 um2 \\
\quad Height of the die & 80 um \\
\quad Row count & 21 \\
\multicolumn{2}{l}{\textbf{Clock network}} \\
\quad H-tree depth reported by CTS & 1 \\
\quad Number of CTS-inserted buffers & 3 \\
\quad Count of hold-fix buffers inserted at cts & 0 \\
\quad Clk slew on worst S/H paths & 0.05 ns \\
\quad TritonCTS clock tree & done \\
\quad Maximum number of buffers from clock root to sink & 2 \\
\quad Clock latency on the worst-skew pair & 0.25 ns \\
\quad Library cell used as clock root buffer & sky130\_fd\_sc\_hd\_\_clkbuf\_4 \\
\quad Total number of clock tree sinks & 8 \\
\multicolumn{2}{l}{\textbf{Placed design}} \\
\quad Detailed Place HPWL & 1.333 mm \\
\quad Count of port buffers added during placement & 42 \\
\quad Routability congestion estimate & 0.6630 \\
\quad Worst setup slack after placement & -0.4408 ns \\
\multicolumn{2}{l}{\textbf{Job}} \\
\quad Number of warnings the tools reported & 27 \\
\quad Max-capacitance violation count & 0 \\
\hline
\end{tabular}
## per-stage QoR
stage                     hold slack (ns)  area [um2]  total power, mW  std cells
final                              0.5901       924.6           0.8484        130
after global routing               0.5979       924.6           0.9212        130
after CTS                          0.5830       912.1           0.8705        130
after detailed placement           0.6310       919.6           0.6604        123
after global placement             0.6239       919.6           0.6582        123
after floorplan                    0.4177       571.8           0.5059         53
## cells in the final DEF (no fill, tap or decap), drive strengths merged, types with 2 or more instances in the layout
master / instances
buf: 25
mux2: 3
dlygate4sd2: 6
o21ai: 4
conb: 3
nand2: 4
edfxtp: 8
clkdlybuf4s15: 2
clkdlybuf4s50: 13
clkbuf: 5
mux2i: 4
inv: 2
## layer usage
metal  track usage [%]  wire [um]  vias to the layer above
met5                 0          0                        -
met4            0.3521          5                        0
met3             3.750        239                        2
met2             7.464        706                       29
met1             5.701        608                      198
li1                  -          -                      221
## tightest hold or removal path, stage by stage
cell and delay, ns:
sky130_fd_sc_hd__dlygate4sd2_1 0.24, sky130_fd_sc_hd__buf_12 0.15, sky130_fd_sc_hd__and2_1 0.12
## power breakdown
part,internal [mW],switching (mW),total (mW)
Sequential,0.368,0.0188,0.387
Clock,0.125,0.0954,0.220
Combinational,0.175,0.0664,0.242
## worst paths after layout
path / startpoint / slack [ns] / cells past startpoint / to
worst min-delay path: ld_dividend / 0.59 / 3 / quot[5]
worst min register to register: quot[6] / 0.62 / 1 / quot[7]
worst max register to register: quot[7] / 0 / 4 / quot[8]
worst max-delay path: minuend[0] / -0.02 / 2 / remainder[0]
## layout make-up
type | instances | share of cell area, %
clock buffer | 3 | 2.436
inverter | 2 | 0.8119
multi-input combinational | 23 | 20.03
sequential | 8 | 25.98
tap | 46 | 6.225
timing repair buffer | 48 | 44.52
## state kept, by name (all words and copies together) (netlist names)
register / count
quot: 4
c: 1
minuend: 3
## cells by family after synthesis
family	after synthesis	share of synthesized area [%]
multiplexers	7	15.08
AND-OR/OR-AND	6	7.096
AND/OR/NAND/NOR	7	5.320
other	1	0.6646
flip-flops	8	42.57
buffers and inverters	22	29.27
## repair_timing
item,CTS,global route
buffers inserted,4,0
resized,80,6
endpoints found under the setup margin,38,9
pin swaps,3,1
hold endpoints to repair,0,0
No activity file was given, so power comes from the tool's default toggle rates.
